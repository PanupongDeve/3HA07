$ cat run.sh
#!/bin/bash
# OpenROAD 26Q1-2900-gdf79404cd8, Yosys 0.63+post, stock flow scripts
make -C /OpenROAD-flow-scripts/flow DESIGN_CONFIG=/design/flow/config.mk WORK_HOME=/design/flow/orfs finish
$ cat design.v
`timescale 1ns / 1ps
module keypad(clk,column,row,display,common);
		input [2:0] column;
		input clk;
		output [6:0] display;
		output [3:0] row;
		output common;
	 parameter s1 = 2'b00;
	 parameter s2 = 2'b01;
	 parameter s3 = 2'b10;
	 parameter s4 = 2'b11;
	 parameter clk1 = 25000000/50000;
	 parameter clk2 = 25000000/500000;
	 reg [3:0] row;
	 reg [6:0] display;
	 reg com;
	 reg [1:0] state = s1;
	 assign common = 0;
	 reg sclk;
	 always@(posedge sclk)
		case(state)
		s1 : begin
			row <= 4'b1101;  
			case(column)
				3'b110 : display <= 7'b0110000 ;
				3'b101 : display <= 7'b1101101 ;
				3'b011 : display <= 7'b1111001 ;
			endcase
			state <= s2;
		end
		s2 : begin
			row <= 4'b1011;  
			case(column)
				3'b110 : display <= 7'b0110011 ;
				3'b101 : display <= 7'b1011011 ;
				3'b011 : display <= 7'b1011111 ;
			endcase
			state <= s3;
		end
		s3 : begin
			row <= 4'b0111;  
			case(column)
				3'b110 : display <= 7'b1110000 ;
				3'b101 : display <= 7'b1111111 ;
				3'b011 : display <= 7'b1111011;
			endcase
			state <= s4;
		end
		s4 : begin
			row <= 4'b1110;  
			case(column)
				3'b110 : display <= 7'b1001111 ;
				3'b101 : display <= 7'b1111110 ;
				3'b011 : display <= 7'b1000111 ;
			endcase
			state <= s1;
		end
	endcase
reg [31:0] cnt;
always@(posedge clk)
	begin
		if(cnt == clk2)
			begin sclk <= 1; cnt <= 0; end
			else begin sclk <= 0; cnt <= cnt + 1; end
			end
endmodule
$ cat constraint.sdc
current_design keypad

set clk_period 7.0
set clk_io_pct 0.2

create_clock -name clk0 -period $clk_period [get_ports {clk}]

set non_clock_inputs [all_inputs -no_clocks]
set_input_delay [expr $clk_period * $clk_io_pct] -clock clk0 $non_clock_inputs
set_output_delay [expr $clk_period * $clk_io_pct] -clock clk0 [all_outputs]
$ cat config.mk
export PLATFORM = sky130hd
export DESIGN_NAME = keypad
export DESIGN_NICKNAME = keypad
export VERILOG_FILES = /design/flow/design.v
export SDC_FILE = /design/flow/constraint.sdc
export NUM_CORES = 4
export LEC_CHECK = 1
export CORE_UTILIZATION = 30
==> impl_metrics.ini <==
; implementation run metrics
[synth]
synth_area_um2 = 1960
topCellsByArea = dfxtp_1, edfxtp_1, xnor2_1, ha_1, nand4_1
top_cell_area_share = 0.399
synth-seq-cells = 46
yosys.stat.seqShare = 0.506
syn_avg_cell_area_um2 = 10.1
ys_area_um2 = 1960
yosysCellCount = 194
synth_area_leader_cell = dfxtp_1
yosys_warnings = 1
ys_types = 35
syn_inst = 194

[job]
cap_viol_max_count = 0
tool_warnings = 32

[route]
ant_nets = 0
drt_iter0_markers = 28
route.vias.total = 1372
wire_per_inst_um = 11.1
drt_pass1_iterations = 4
avgViaCountPerCell = 4.75
post-route-drc-count = 0
wirelength_um = 3200
antenna-diode-count = 0

[timing]
fmax_mhz = 479
fin_setup_tns_ps = 0
post-route-period-util = 0.298
hold_viol_final = 0
finalSetupViolCount = 0
untimed_endpoints = 31
unclocked_pins = 13
fin_crit_ps = 2090
tightest_slew_ps = 869
grt_setup_unrepaired = false
maxSlewViolCount = 0
relSlewSlack = 0.415
skew_ps = 7.72

[floorplanning]
dieArea_um2 = 6850
io_pins = 16
die_w_um = 82.8
floorplan.core_util = 0.310
rows = 29
die_h_um = 82.8
core_area_um2 = 6310

[status]
outcome = completed

[place]
io_buffers = 14
place_area_um2 = 2180
place.detailed.instances = 282
gp_congestion = 0.801
hpwlAfterDp_um = 2390

[global_routing]
grt_pass1_wl_um = 5520
grt_antenna_before_repair = 0
grt_max_degree = 14
grt-ovfl-total = 0
grtUsageTotal = 0.106
grt_pass1_vias = 1227

[setup_path]
arrival_ps = 2250
end_kind = flop
cpPeakStageDelay_ps = 810
cpMaxStageDelayCell = nor4_1
crit_required_ps = 7170
crit_type = reg2reg
regToRegSetupSlack_ps = 4910
cp-start-kind = flop
path_buffers = 0
crit_path_max_fanout = 6
critPathTopFamily = simple AND/OR/NAND/NOR gates
crit_top_cell = nand3_1
crit_path_cell_trace = ha_1 -> nand3_1 -> nor4_1 -> nand3_1 -> xnor2_1

[clock_tree]
cts.clk_slew.worst_paths_ps = 70
htree_levels = 2
clockBufferDepth = 2
cts-root-buf = clkbuf_8
holdBufCountCts = 0
cts_tree = built
post_cts_buffers = 0
clock_latency_ps = 280
numCtsBuffers = 5
cts_resized = 0

[power_and_ir_drop]
p_leak_nw = 0.784
ir_drop_v = 0.000121
power_density_nw_per_um2 = 148

[worst_hold_path]
min_path_type = reg2reg

[finish]
area_delta_synth_final_pct = 15.7
final_cells = 289
stdcell_area_um2 = 2270
drive_gt1_frac = 0.0519
-- cells in the mapped netlist --
master	count
nor3_4	1
a311oi_1	1
nor2_1	16
nand3_1	13
and3_2	1
nor2b_1	2
a21oi_1	5
ha_1	9
nor4_1	7
and3_1	3
nor3_1	4
nor3_2	1
a31oi_1	2
nand2_1	11
inv_1	10
o21ai_0	2
a221o_1	1
clkbuf_1	2
and4_1	1
and2_1	1
edfxtp_1	7
conb_1	1
o22ai_1	3
dfxtp_1	39
nor4b_1	1
buf_4	1
or3_1	1
or2_2	1
xnor2_1	23
a32oi_1	1
nor3b_1	1
xor2_1	8
nand4_1	12
or4_4	1
or4_1	1
-- report_power, final --
group          internal (mW)  switching [mW]
sequential             0.189               0
clock                 0.0779          0.0615
combinational        0.00291         0.00439
total                  0.270          0.0658
-- metrics by stage --
stage	util	power, mW	worst slack, ps	hold slack (ps)
after floorplan	-	0.197	5260	435
after CTS	0.359	0.339	4900	483
final	0.359	0.336	4910	481
after detailed placement	0.345	0.200	4890	473
after global placement	0.345	0.200	4960	460
after global routing	0.359	0.349	4660	500
-- placed cells by master, fill, tap and decap left out, drive strengths merged, types with 2 or more instances in the layout --
cell	n
clkdlybuf4s50	14
xor2	8
a31oi	2
nand4	12
o21ai	2
ha	9
dfxtp	39
o22ai	3
and3	4
nand3	13
a21oi	5
inv	10
nor2b	2
clkbuf	7
nor4	7
nor2	16
or4	2
edfxtp	7
xnor2	23
nor3	6
nand2	11
-- registers in the layout (all words and copies together) (netlist names) --
register / cells
sclk: 1
state: 2
display: 7
cnt: 32
row: 4
-- layout make-up --
class	instances	area [um2]
Multi-Input combinational cell	135	915
Tap cell	77	96.3
Clock buffer	7	86.3
Sequential cell	46	991
Inverter	10	37.5
Timing Repair Buffer	14	140
Fill cell	653	4050
-- logic make-up after synthesis --
logic type	Yosys count	share of synthesized area
simple gates	79	0.221
flops	46	0.506
compound gates	15	0.0479
other cells	1	0.00192
fa+ha+maj	9	0.0575
xor+xnor	31	0.139
buf+inv	13	0.0268
-- routing by layer --
layer / wire, um / global-route usage / up-vias
li1: - / - / 716
met1: 1650 / 0.162 / 626
met2: 1410 / 0.162 / 28
met3: 126 / 0.0222 / 2
met4: 13 / 0.00690 / 0
met5: 0 / 0 / -
-- worst paths after layout --
check / start / endpoint / cells after the start
max reg2reg: cnt[0] / cnt[28] / 5
min reg2reg: cnt[28] / cnt[28] / 1
max: cnt[0] / cnt[28] / 5
min: cnt[28] / cnt[28] / 1
Power is estimated from default activity; no workload was simulated.
